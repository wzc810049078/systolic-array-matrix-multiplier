$ cat /design/flow/config.mk
export PLATFORM = sky130hd
export DESIGN_NAME = matrix_mul_sa_pipe
export DESIGN_NICKNAME = matrix_mul_sa_pipe
export VERILOG_FILES = /design/flow/design.v
export SDC_FILE = /design/flow/constraint.sdc
export NUM_CORES = 4
export LEC_CHECK = 1
export CORE_UTILIZATION = 50
$ cat /design/flow/constraint.sdc
current_design matrix_mul_sa_pipe

set clk_period 8.0
set clk_io_pct 0.2

create_clock -name clk0 -period $clk_period [get_ports {clk}]

set non_clock_inputs [all_inputs -no_clocks]
set_input_delay [expr $clk_period * $clk_io_pct] -clock clk0 $non_clock_inputs
set_output_delay [expr $clk_period * $clk_io_pct] -clock clk0 [all_outputs]
$ cat /design/flow/design.v
module matrix_mul_sa_pipe#(
parameter DW = 8
)(
input 				clk,
input 				rst_n,
input				start,
input signed[DW-1:0]		x_1,x_2,x_3,y_1,y_2,y_3,
output				p11_v,p1221_v,p132231_v,p3223_v,p33_v,
output signed[2*DW:0]	p_1_1,p_1_2,p_1_3,p_2_1,p_2_2,p_2_3,p_3_1,p_3_2,p_3_3
);
reg[3:0] counter,counter_1,counter_2,counter_3,counter_4;
wire signed[2*DW:0]	p_1_1_t,p_1_2_t,p_1_3_t,p_2_1_t,p_2_2_t,p_2_3_t,p_3_1_t,p_3_2_t,p_3_3_t;
wire signed[DW-1:0] p11_x,p11_y;
wire signed[DW-1:0] p12_x,p12_y;
wire signed[DW-1:0] p21_x,p21_y;
wire signed[DW-1:0] p22_x,p22_y;
wire signed[DW-1:0] p31_x;
wire signed[DW-1:0] p32_x;
wire signed[DW-1:0] p13_y;
wire signed[DW-1:0] p23_y;
always @(posedge clk , negedge rst_n)
	begin
		if (!rst_n) begin
		counter <= 0;
		counter_1 <= 0;
		counter_2 <= 0;
		counter_3 <= 0;
		counter_4 <= 0;
		end
			else if (start) 
				begin
				    counter_1 <= counter;
					counter_2 <= counter_1;
					counter_3 <= counter_2;
					counter_4 <= counter_3;
				if (counter == 3)
					counter <= 0;
						else
							counter <= counter + 1;
				end
				else
				counter <= 0;
end
assign p11_v = (counter == 3);
assign p1221_v = (counter_1 == 3);
assign p132231_v = (counter_2 == 3);
assign p3223_v = (counter_3 == 3);
assign p33_v = (counter_4 == 3);
wire p11_clr = (counter == 3) ;
wire p1221_clr = (counter_1 == 3);
wire p132231_clr = (counter_2 == 3);
wire p3223_clr = (counter_3 == 3);
wire p33_clr =  (counter_4 == 3);
pe#(.DW(DW))
    pe_11
    (
    .clk(clk),
    .rst_n(rst_n),
    .clr(p11_clr),
    .x_i(x_1),
    .y_i(y_1),
    .x_o(p11_x),
    .y_o(p11_y),
    .pe_out(p_1_1_t)
    );
pe#(.DW(DW))
    pe_12
    (
    .clk(clk),
    .rst_n(rst_n),
    .clr(p1221_clr),
    .x_i(p11_x),
    .y_i(y_2),
    .x_o(p12_x),
    .y_o(p12_y),
    .pe_out(p_1_2_t)
    );
pe#(.DW(DW))
    pe_13
    (
    .clk(clk),
    .rst_n(rst_n),
    .clr(p132231_clr),
    .x_i(p12_x),
    .y_i(y_3),
    .x_o(),
    .y_o(p13_y),
    .pe_out(p_1_3_t)
    );
pe#(.DW(DW))
    pe_21
    (
    .clk(clk),
    .rst_n(rst_n),
    .clr(p1221_clr),
    .x_i(x_2),
    .y_i(p11_y),
    .x_o(p21_x),
    .y_o(p21_y),
    .pe_out(p_2_1_t)
    );
pe#(.DW(DW))
    pe_22
    (
    .clk(clk),
    .rst_n(rst_n),
    .clr(p132231_clr),
    .x_i(p21_x),
    .y_i(p12_y),
    .x_o(p22_x),
    .y_o(p22_y),
    .pe_out(p_2_2_t)
    );
pe#(.DW(DW))
    pe_23
    (
    .clk(clk),
    .rst_n(rst_n),
    .clr(p3223_clr),
    .x_i(p22_x),
    .y_i(p13_y),
    .x_o(),
    .y_o(p23_y),
    .pe_out(p_2_3_t)
    );
pe#(.DW(DW))
    pe_31
    (
    .clk(clk),
    .rst_n(rst_n),
    .clr(p132231_clr),
    .x_i(x_3),
    .y_i(p21_y),
    .x_o(p31_x),
    .y_o(),
    .pe_out(p_3_1_t)
    );
pe#(.DW(DW))
    pe_32
    (
    .clk(clk),
    .rst_n(rst_n),
    .clr(p3223_clr),
    .x_i(p31_x),
    .y_i(p22_y),
    .x_o(p32_x),
    .y_o(),
    .pe_out(p_3_2_t)
    );
pe#(.DW(DW))
    pe_33
    (
    .clk(clk),
    .rst_n(rst_n),
    .clr(p33_clr),
    .x_i(p32_x),
    .y_i(p23_y),
    .x_o(),
    .y_o(),
    .pe_out(p_3_3_t)
    );
assign p_1_1 = (p11_v) ? p_1_1_t : 17'sb0;
assign p_1_2 = (p1221_v) ? p_1_2_t : 17'sb0;
assign p_1_3 = (p132231_v) ? p_1_3_t : 17'sb0;
assign p_2_1 = (p1221_v) ? p_2_1_t : 17'sb0;
assign p_2_2 = (p132231_v) ? p_2_2_t : 17'sb0;
assign p_2_3 = (p3223_v) ? p_2_3_t : 17'sb0;
assign p_3_1 = (p132231_v) ? p_3_1_t : 17'sb0;
assign p_3_2 = (p3223_v) ? p_3_2_t : 17'sb0;
assign p_3_3 = (p33_v) ? p_3_3_t : 17'sb0;
endmodule
module pe#(
parameter DW = 8
)(
input clk,
input rst_n,
input clr,
input signed[DW-1:0] x_i,y_i,
output signed[DW-1:0] x_o,y_o,
output signed[2*DW:0] pe_out
);
reg signed[DW-1:0] x_reg,y_reg;
reg signed[2*DW:0] pe_reg;
wire signed[2*DW-1:0] x_mul_y = x_i * y_i ;
wire signed[2*DW:0] pe_t = x_mul_y + pe_reg;
always @(posedge clk , negedge rst_n )
	begin
		if (!rst_n) begin
			pe_reg <= 0;
			x_reg <= 0;
			y_reg <= 0;
			end
			else if (clr) begin
				pe_reg <= 0;
				x_reg <= 0;
				y_reg <= 0;
				end 
				else begin
					pe_reg <= pe_t;
					x_reg <= x_i;
					y_reg <= y_i;
					end
	end
assign x_o = x_reg;
assign y_o = y_reg;
assign pe_out = pe_reg;
endmodule
$ cat /design/flow/run.sh
#!/bin/bash
# OpenROAD 26Q1-2900-gdf79404cd8, Yosys 0.63+post, stock flow scripts
make -C /OpenROAD-flow-scripts/flow DESIGN_CONFIG=/design/flow/config.mk WORK_HOME=/design/flow/orfs finish
==> flow_summary.ini <==
; yosys + openroad results
[synthesis]
ys_seq_share_pct = 18.2
synth.largest_area_cell = fa_1
ys_sh_mux_pct = 0.541
yosys.area_share.aoi_pct = 4.54
ys_area_sq_mm = 0.0370
synth_area_per_cell_sq_um = 10.2
ys_cells = 3646
async_reset_ff_share_pct = 100
ys_sh_adder_pct = 48.9
synth-simple-area-share_pct = 16.1
numSynthFlops = 269
xor_share_pct = 3.43
ys_types = 53
top_area_share_pct = 37.0
edf_count = 0
syn_inst = 3646
ys.flop_type = dfrtp_1
yosysWarnings = 2
synth.comb.largest_family = adder cells
top_cells_by_area = fa_1, dfrtp_1, ha_1
syn_area_sq_mm = 0.0370

[setup_path]
critPathMaxFanout = 10
cp-start-kind = primary input
worstPathRequired_ns = 8.42
worst_ep_arrival_time_ns = 6.68
crit_path_end_kind = flop
criticalPathCategory = primary input to flop

[final_timing]
rsz0062_at_grt = false
worstMarginPinSlew_ns = 0.861
fin_crit_sh_pct = 78.2
fin_setup_tns_ns = 0
finalMaxSlewViolations = 0
final_hold_viol_count = 0
fmax_mhz = 160
min_period_ns = 6.26
maxSlewHeadroom_pct = 42.4
fin_skew_ns = 0.0258
setup_viol = 0
finalWorstSetupSlack_ns = 1.74

[worst_hold_path]
hold_class = flop to flop

[job]
cap_violations = 0
warning_count = 34

[route]
dr.pass1.iters = 21
drt_iter0_markers = 889
viasPerCell = 4.97
routedWlPerCell_um = 16.3
vias = 24000
remaining_drc_errors = 0
wl_um = 78600
ant_nets = 0

[cts]
clock_latency_ns = 0.56
cts_sinks = 269
root_buffer = clkbuf_16
cts_setup_buffers = 0
cts_buffer_depth = 3
hold_buffers = 0
htreeDepth = 2
clkSlewWorstSetupHoldPaths_ns = 0.05
cts.repair.resized = 0
cts_inserted_buffers = 38
cts_tree = built

[floorplanning]
die_h_um = 274
die_width_um = 274
core-area_sq_mm = 0.0731
die_area_sq_mm = 0.0751
rows = 99
core_util_floorplan_pct = 50.6
io_pins = 209

[placed_design]
pre_cts_slack_ns = 1.18
dp_cells = 4751
gp_congestion = 0.880
io_buffers = 208
dpl.hpwl_um = 64800

[global_route]
grt-ovfl-total = 0
track_usage_pct = 24.5
grt_max_degree = 67
grt_pass1_vias = 25700
antenna_found_initial = 1
grt_pass1_wl_um = 135000

[layout]
area_growth_pct = 12.2
drive_gt1_share_pct = 2.98
lay_top_count = inv_1
fin_cells = 4820
n_fill_cell = 6468
final_util_pct = 56.8
final_cell_mix = inv_1, fa_1, and2_1, ha_1, dfrtp_1

[run_status]
status = complete, no violations
[layout make-up]
class | count | area (sq um) | share of cell area (%)
antenna | 1 | 2.50 | 0.00603
clock buffer | 50 | 1080 | 2.59
clock inverter | 18 | 293 | 0.705
inverter | 732 | 2750 | 6.62
multi-input combinational | 2562 | 27200 | 65.6
sequential | 269 | 6730 | 16.2
tap | 959 | 1200 | 2.89
timing repair buffer | 229 | 2240 | 5.41
[through the flow]
stage / hold WS, ns / cell area, sq um
after global placement: 0.490 / 40200
after detailed placement: 0.502 / 40200
after CTS: 0.512 / 41500
after floorplan: 0.455 / 37000
final: 0.510 / 41500
after global routing: 0.557 / 41500
[final timing paths]
check / cells past startpoint / from / endpoint / slack (ns)
worst max-delay path: 17 / y_1[0] / pe_11.pe_reg[16] / 1.74
worst min-delay path: 1 / counter[0] / counter[0] / 0.51
worst max register to register: 15 / pe_21.x_reg[7] / pe_22.pe_reg[16] / 2.63
worst min register to register: 1 / counter[0] / counter[0] / 0.51
max in group asynchronous: 3 / rst_n / pe_13.pe_reg[9] / 5.43
min in group asynchronous: 1 / rst_n / pe_33.pe_reg[13] / 0.93
[synthesized netlist by cell type (3+ instances only)]
cell / count
fa_1: 684
o21bai_1: 19
o32ai_1: 6
clkbuf_1: 81
a211oi_1: 9
or4_1: 3
and3_1: 14
mux2_2: 16
xor2_1: 40
o211a_1: 7
nand2_1: 235
o31a_1: 13
nor3_1: 40
nor2_1: 173
nor4_1: 21
nand3_1: 16
a31oi_1: 9
nor2b_1: 86
clkinv_1: 10
o21ai_0: 30
a21oi_1: 50
xnor2_1: 105
ha_1: 352
a21boi_0: 6
a2111o_1: 6
o211ai_1: 14
and2_1: 476
dfrtp_1: 269
o21a_1: 36
a21o_1: 18
or3_1: 13
nor3b_1: 9
nand2b_1: 35
inv_1: 722
[cell families (layout without fill, tap and decap cells)]
kind of cell,Yosys count,count (layout)
AND-OR/OR-AND,239,239
XOR/XNOR,145,145
adder cells (fa/ha/maj),1036,1036
AND/OR/NAND/NOR,1124,1124
buffers and inverters,815,1029
other,0,1
multiplexers,18,18
flip-flops,269,269
[metal layers]
metal	routed length (um)	global-route usage, %	part of all wire [%]	vias up
met5	0	0	0	-
met4	1710	3.99	2.2	0
met3	4580	6.43	5.8	77
met2	37900	37.6	48	409
met1	34400	38.2	44	12000
li1	-	-	-	11400
[worst max-delay path: stages]
cell             delay [ns]
clkdlybuf4s50_1        0.72
and2_1                 0.20
buf_4                  0.22
inv_1                  0.07
fa_1                   0.48
inv_1                  0.05
fa_1                   0.48
fa_1                   0.57
fa_1                   0.42
fa_1                   0.45
ha_1                   0.32
o21a_1                 0.17
o31a_1                 0.14
o31a_1                 0.33
o211ai_1               0.22
nand3_1                0.10
nor3b_1                0.14
