`./config.mk`:
```
export PLATFORM = sky130hd
export DESIGN_NAME = matrix_mul_sa
export DESIGN_NICKNAME = matrix_mul_sa
export VERILOG_FILES = /design/flow/design.v
export SDC_FILE = /design/flow/constraint.sdc
export NUM_CORES = 4
export LEC_CHECK = 1
export CORE_UTILIZATION = 40
```
`./constraint.sdc`:
```
current_design matrix_mul_sa

set clk_period 14.3
set clk_io_pct 0.2

create_clock -name clk0 -period $clk_period [get_ports {clk}]

set non_clock_inputs [all_inputs -no_clocks]
set_input_delay [expr $clk_period * $clk_io_pct] -clock clk0 $non_clock_inputs
set_output_delay [expr $clk_period * $clk_io_pct] -clock clk0 [all_outputs]
```
`./design.v`:
```
module matrix_mul_sa#(
parameter DW = 8
)(
input 				clk,
input 				rst_n,
input				start,
input signed[DW-1:0]		x_1,x_2,x_3,y_1,y_2,y_3,
output				finish,
output signed[2*DW:0]	p_1_1,p_1_2,p_1_3,p_2_1,p_2_2,p_2_3,p_3_1,p_3_2,p_3_3
);
reg[3:0] counter;
wire signed[2*DW:0]	p_1_1_t,p_1_2_t,p_1_3_t,p_2_1_t,p_2_2_t,p_2_3_t,p_3_1_t,p_3_2_t,p_3_3_t;
wire signed[DW-1:0] p11_x,p11_y;
wire signed[DW-1:0] p12_x,p12_y;
wire signed[DW-1:0] p21_x,p21_y;
wire signed[DW-1:0] p22_x,p22_y;
wire signed[DW-1:0] p31_x;
wire signed[DW-1:0] p32_x;
wire signed[DW-1:0] p13_y;
wire signed[DW-1:0] p23_y;
always @(posedge clk , negedge rst_n)
	begin
		if (!rst_n)
		 counter <= 0;
			else if (start) 
				begin
				if (counter == 7)
					counter <= 0;
						else
							counter <= counter + 1;
				end
				else
				counter <= 0;
end
assign finish = (counter == 7) ;
wire clr = finish ;
pe#(.DW(DW))
    pe_11
    (
    .clk(clk),
    .rst_n(rst_n),
    .clr(clr),
    .x_i(x_1),
    .y_i(y_1),
    .x_o(p11_x),
    .y_o(p11_y),
    .pe_out(p_1_1_t)
    );
pe#(.DW(DW))
    pe_12
    (
    .clk(clk),
    .rst_n(rst_n),
    .clr(clr),
    .x_i(p11_x),
    .y_i(y_2),
    .x_o(p12_x),
    .y_o(p12_y),
    .pe_out(p_1_2_t)
    );
pe#(.DW(DW))
    pe_13
    (
    .clk(clk),
    .rst_n(rst_n),
    .clr(clr),
    .x_i(p12_x),
    .y_i(y_3),
    .x_o(),
    .y_o(p13_y),
    .pe_out(p_1_3_t)
    );
pe#(.DW(DW))
    pe_21
    (
    .clk(clk),
    .rst_n(rst_n),
    .clr(clr),
    .x_i(x_2),
    .y_i(p11_y),
    .x_o(p21_x),
    .y_o(p21_y),
    .pe_out(p_2_1_t)
    );
pe#(.DW(DW))
    pe_22
    (
    .clk(clk),
    .rst_n(rst_n),
    .clr(clr),
    .x_i(p21_x),
    .y_i(p12_y),
    .x_o(p22_x),
    .y_o(p22_y),
    .pe_out(p_2_2_t)
    );
pe#(.DW(DW))
    pe_23
    (
    .clk(clk),
    .rst_n(rst_n),
    .clr(clr),
    .x_i(p22_x),
    .y_i(p13_y),
    .x_o(),
    .y_o(p23_y),
    .pe_out(p_2_3_t)
    );
pe#(.DW(DW))
    pe_31
    (
    .clk(clk),
    .rst_n(rst_n),
    .clr(clr),
    .x_i(x_3),
    .y_i(p21_y),
    .x_o(p31_x),
    .y_o(),
    .pe_out(p_3_1_t)
    );
pe#(.DW(DW))
    pe_32
    (
    .clk(clk),
    .rst_n(rst_n),
    .clr(clr),
    .x_i(p31_x),
    .y_i(p22_y),
    .x_o(p32_x),
    .y_o(),
    .pe_out(p_3_2_t)
    );
pe#(.DW(DW))
    pe_33
    (
    .clk(clk),
    .rst_n(rst_n),
    .clr(clr),
    .x_i(p32_x),
    .y_i(p23_y),
    .x_o(),
    .y_o(),
    .pe_out(p_3_3_t)
    );
assign p_1_1 = (finish) ? p_1_1_t : 17'sb0;
assign p_1_2 = (finish) ? p_1_2_t : 17'sb0;
assign p_1_3 = (finish) ? p_1_3_t : 17'sb0;
assign p_2_1 = (finish) ? p_2_1_t : 17'sb0;
assign p_2_2 = (finish) ? p_2_2_t : 17'sb0;
assign p_2_3 = (finish) ? p_2_3_t : 17'sb0;
assign p_3_1 = (finish) ? p_3_1_t : 17'sb0;
assign p_3_2 = (finish) ? p_3_2_t : 17'sb0;
assign p_3_3 = (finish) ? p_3_3_t : 17'sb0;
endmodule
module pe#(
parameter DW = 8
)(
input clk,
input rst_n,
input clr,
input signed[DW-1:0] x_i,y_i,
output signed[DW-1:0] x_o,y_o,
output signed[2*DW:0] pe_out
);
reg signed[DW-1:0] x_reg,y_reg;
reg signed[2*DW:0] pe_reg;
wire signed[2*DW-1:0] x_mul_y = x_i * y_i ;
wire signed[2*DW:0] pe_t = x_mul_y + pe_reg;
always @(posedge clk , negedge rst_n )
	begin
		if (!rst_n) begin
			pe_reg <= 0;
			x_reg <= 0;
			y_reg <= 0;
			end
			else if (clr) begin
				pe_reg <= 0;
				x_reg <= 0;
				y_reg <= 0;
				end 
				else begin
					pe_reg <= pe_t;
					x_reg <= x_i;
					y_reg <= y_i;
					end
	end
assign x_o = x_reg;
assign y_o = y_reg;
assign pe_out = pe_reg;
endmodule
```
`./run.sh`:
```
#!/bin/bash
# OpenROAD 26Q1-2900-gdf79404cd8, Yosys 0.63+post, stock flow scripts
make -C /OpenROAD-flow-scripts/flow DESIGN_CONFIG=/design/flow/config.mk WORK_HOME=/design/flow/orfs finish
```
==> out/results.ini <==
[status]
status = finished, final reports clean

[cts]
cts.path.max_buffers = 3
cts.sinks = 253
cts-htree-levels = 2
cts-hold-fix-buffers = 0
numCtsBuffers = 37
clkTransAtPathRegs_ps = 50
cts_tree = built
root_buffer = clkbuf_16
postCtsSetupRepairBufs = 0
cts_resized = 0
clkLatencyLatePin_ps = 580

[finish]
lay_top_count = inv_1
drive_gt1_share_pct = 2.37
syn2layout_area_growth_pct = 12.5
finalNonFillerCells = 4921
final_layout_top_logic_cells = inv_1, fa_1, and2_1

[route]
wirelength_um = 77300
vias = 23210
drtAntennaViolNets = 0
post_drt_wl_per_cell_um = 15.7
vias_per_cell = 4.72
remaining_drc_errors = 0
firstDrtPassIters = 24
drt_iter0_drc = 831
antenna_cells = 0

[floorplanning]
die_area_um2 = 91100
row_count = 109
core_area_um2 = 88800
fp_util_pct = 40.5
ios = 205
die_w_um = 302
die-height_um = 302

[grt]
grtUsageTotal_pct = 19.5
grt_pass1_vias = 25500
grt_start_max_net_pins = 99
gr-total-overflow = 0
grt_first_pass_wirelength_um = 134000
antenna_found_initial = 4

[worst_setup_path]
worstPathCellList = clkdlybuf4s50_1 > and2_1 > inv_1 > fa_1 > inv_1 > fa_1 > fa_1 > fa_1 > fa_1 > ha_1 > and3_1 > a221o_1 > o311a_1 > o41ai_2 > xor2_1 > nor2_1
crit_start = y_2[0]
cp-end-kind = flip-flop
cpMostUsedCell = fa_1
critPathTopFamily = adder cells
crit_arrival_ps = 8610
ff2ff_path_depth = 15
cp.depth = 16
worst-endpoint-required_ps = 14730
critPathSlowestCell = clkdlybuf4s50_1
r2r-start = pe_12.y_reg[0]$_DFF_PN0_
r2r-end = pe_22.pe_reg[15]$_DFF_PN0_
crit_end = pe_12.pe_reg[15]$_DFF_PN0_
crit_path_start_kind = primary input
crit_fanout = 10
cpPeakStageDelay_ps = 760
reg2reg_slack_ps = 8580
critPathBufInv = 3
crit_type = primary input to flip-flop

[yosys]
synthCells = 3557
synth_warnings = 2
synth.distinct_cells = 47
numSynthFlops = 253
synthArstFlopShare_pct = 100
synth.yosys.seq_area_share_pct = 17.6
synthAdderAreaFrac_pct = 50.3
syn_area_per_cell_um2 = 10.1
top_logic_kind = adder cells
yosys_cells = 3557
ff_type = dfrtp_1
simple_gate_area_share_pct = 15.8
ys_chip_area_um2 = 36000
edf_count = 0
compound_area_share_pct = 4.10
muxShareOfSynthArea_pct = 0.0278
netlist_area_um2 = 36000
xor_area_share_pct = 3.75

[final_timing]
tightestPinTransition_ps = 727
layout_setup_ws_ps = 6120
hold_violations = 0
finalCritPeriodShare_pct = 57.2
fmax_mhz = 122
slew_headroom_pct = 51.6
finalCriticalPeriod_ps = 8180
finalSetupViolCount = 0
fin_hold_ws_ps = 466
rsz0062_at_grt = no
slew_viol_final = 0
tns_ps = 0
fin_skew_ps = 32.4

[place]
port_buffers = 204
place_inst = 4855
gp_congestion = 0.906
post-place-ws_ps = 5530
hpwl_um = 63200

[hold_path]
hp-class = flip-flop to flip-flop
hold_depth = 1

[run]
log.warning_count = 34
max-cap-violations = 0

## cells by family (layout without fill, tap and decap cells)
| family | count (synthesis) | count (layout) |
|---|---|---|
| compound gates | 209 | 209 |
| xor+xnor | 154 | 154 |
| fa+ha+maj | 1036 | 1036 |
| buf+inv | 804 | 1003 |
| flops | 253 | 253 |
| mux | 1 | 1 |
| simple gates | 1100 | 1100 |
## per-layer routing
layer,part of all wire [%],GRT usage [%],vias up
met1,44,28.9,11646
met4,2.0,2.91,6
met2,47,30.3,461
li1,-,-,11022
met5,0.062,0,-
met3,6.9,6.14,75
## per-stage QoR
step | cell area (um2) | util [%]
final | 40500 | 45.6
after global routing | 40500 | 45.6
after CTS | 40500 | 45.6
after detailed placement | 39300 | 44.2
after global placement | 39300 | 44.2
after floorplan | 36000 | -
## Yosys cell counts, types with 7 or more instances
| master | n | area [um2] |
|---|---|---|
| a211oi_1 | 9 | 67.6 |
| a21boi_0 | 7 | 52.6 |
| a21o_1 | 19 | 143 |
| a21oi_1 | 46 | 230 |
| and2_1 | 526 | 3290 |
| and3_1 | 7 | 43.8 |
| clkbuf_1 | 79 | 297 |
| clkinv_1 | 9 | 33.8 |
| dfrtp_1 | 253 | 6330 |
| fa_1 | 684 | 13700 |
| ha_1 | 352 | 4400 |
| inv_1 | 715 | 2680 |
| nand2_1 | 242 | 908 |
| nand2b_1 | 23 | 144 |
| nor2_1 | 222 | 833 |
| nor2b_1 | 23 | 144 |
| nor3_1 | 25 | 125 |
| o211ai_1 | 9 | 67.6 |
| o21a_1 | 16 | 120 |
| o21ai_0 | 35 | 175 |
| o21bai_1 | 18 | 135 |
| o311ai_1 | 7 | 61.3 |
| o31a_1 | 15 | 131 |
| or2_2 | 7 | 43.8 |
| xnor2_1 | 115 | 1010 |
| xor2_1 | 39 | 342 |
## worst min-delay path by stage
stage,endpoint,start
4_1_cts,counter[0]$_DFF_PN0_,counter[0]$_DFF_PN0_
5_1_grt,counter[0]$_DFF_PN0_,counter[0]$_DFF_PN0_
6_report,counter[0]$_DFF_PN0_,counter[0]$_DFF_PN0_
## worst reg2reg max path, cell delays in order, from the launching register on
cell	delay (ps)
dfrtp_1	550
and2_1	650
inv_1	130
fa_1	500
inv_1	50
fa_1	470
fa_1	560
fa_1	430
fa_1	440
ha_1	350
and3_1	180
a221o_1	360
o311a_1	410
o41ai_2	270
xor2_1	180
nor2_1	50
## final cells by class
class,count,area (um2)
Inverter,724,2730
Timing Repair Buffer,213,2130
Fill cell,8228,48300
Clock buffer,51,1060
Clock inverter,15,135
Sequential cell,253,6330
Multi-Input combinational cell,2500,26600
Tap cell,1165,1460
